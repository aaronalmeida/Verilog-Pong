==> design/flow/design.v <==
`timescale 1ns/100ps
`default_nettype none
module convert_hex_to_seven_segment (
	input logic [3:0] hex_value,
	output logic [6:0] converted_value
);
always_comb begin
	case(hex_value)
		4'h1: converted_value = 7'b1111001;
		4'h2: converted_value = 7'b0100100;
		4'h3: converted_value = 7'b0110000;
		4'h4: converted_value = 7'b0011001;
		4'h5: converted_value = 7'b0010010;
		4'h6: converted_value = 7'b0000010;
		4'h7: converted_value = 7'b1111000;
		4'h8: converted_value = 7'b0000000;
		4'h9: converted_value = 7'b0011000;
		4'ha: converted_value = 7'b0001000;
		4'hb: converted_value = 7'b0000011;
		4'hc: converted_value = 7'b1000110;
		4'hd: converted_value = 7'b0100001;
		4'he: converted_value = 7'b0000110;
		4'hf: converted_value = 7'b0001110;
		4'h0: converted_value = 7'b1000000;
	endcase
end
endmodule
==> design/flow/run.sh <==
#!/bin/bash
# OpenROAD 26Q1-2900-gdf79404cd8, Yosys 0.63+post, stock flow scripts
make -C /OpenROAD-flow-scripts/flow DESIGN_CONFIG=/design/flow/config.mk WORK_HOME=/design/flow/orfs finish
==> design/flow/config.mk <==
export PLATFORM = sky130hd
export DESIGN_NAME = convert_hex_to_seven_segment
export DESIGN_NICKNAME = convert_hex_to_seven_segment
export VERILOG_FILES = /design/flow/design.v
export SDC_FILE = /design/flow/constraint.sdc
export NUM_CORES = 4
export LEC_CHECK = 1
export CORE_AREA = 10 10 70 70
export DIE_AREA = 0 0 80 80
==> design/flow/constraint.sdc <==
current_design convert_hex_to_seven_segment

set clk_period 1.1
set clk_io_pct 0.2

create_clock -name clk0 -period $clk_period

set non_clock_inputs [all_inputs -no_clocks]
set_input_delay [expr $clk_period * $clk_io_pct] -clock clk0 $non_clock_inputs
set_output_delay [expr $clk_period * $clk_io_pct] -clock clk0 [all_outputs]
==> impl_metrics.csv <==
group,metric,value,unit
run_status,outcome,"finished with violations",
run_status,violations,"setup timing",
detailed_routing,drt_pre_antenna_iters,3,
power_and_ir_drop,power.static_leakage,0.276,nW
final_layout,area.sequential,0,um^2
min_path,min_path_type,"input port to primary output",
timing,maxSlewViolCount,0,
final_layout,final_design_area_no_fill,652,um^2
critical_path,path_buffers,4,
detailed_routing,drt_first_iter_violations,16,
synth,synth_area_per_cell,7.51,um^2
global_route,globalRouteOverflowTotal,0,
timing,hold_viol,0,
place,place_hpwl,700,um
power_and_ir_drop,power.density_cell_area,365,mW/mm^2
detailed_routing,route.detailed.vias_per_inst,3.30,
detailed_routing,drt.antenna.violating_nets,0,
synth,synth_warnings,1,
floorplanning,placement_rows,21,
min_path,whs_path_depth,3,
final_layout,post_route_cells_drive_above_1_share,77.2,%
floorplanning,die_h,80,um
detailed_routing,post-route-drc-count,0,
job,number_of_warnings_in_the_stage_logs,40,
synth,synth-seq-area-share,0,%
global_route,grt_pass1_vias,366,
place,preCtsSetupSlack,-1.17,ns
final_layout,logic_area,352,um^2
final_layout,fillers,376,
place,port_buffers,11,
timing,holdWs,0.794,ns
synth,yosysChipArea,255,um^2
critical_path,worstSetupEndpointType,"primary output",
critical_path,worstPathCellList,"buf_8 > inv_8 > buf_6 > ha_4 > nor2_2 > or3b_1 > o21ai_1 > buf_2",
critical_path,worstPathArrival,1.20,ns
floorplanning,boundaryPins,11,
synth,syn-cell-area,255,um^2
final_layout,seq_cell_count,0,
job,max_cap_viol_count,0,
floorplanning,dieWidth,80,um
global_route,initial_antenna_violation_count,0,
final_layout,finish.utilization,19.1,%
synth,ys_types,19,
synth,synthesis.instances,34,
detailed_routing,final_routed_wirelength_across_all_metal_layers,1110,um
timing,max_slew_margin,87.2,%
timing,finalSetupViolCount,7,
floorplanning,dieArea,0.00640,mm^2
detailed_routing,detail_route.antenna_diodes,0,
detailed_routing,wl_per_cell,10.8,um
power_and_ir_drop,power_after_layout,238,uW
timing,layout_worst_path_cycle_share,129,%
timing,tns,-1.59,ns
final_layout,areaGrowthSynthToFinish,155,%
critical_path,worstPathRequired,0.88,ns
timing,final_period_minus_worst_setup_slack,1.42,ns
global_route,grt_start_max_net_pins,10,
timing,final_critical_path_setup_slack,-0.324,ns
power_and_ir_drop,maximum_vdd_drop,0.158,mV
timing,tightestPinTransition,0.189,ns
place,dp.cells,94,
synth,synth.yosys.num_cells,34,
detailed_routing,dr_total_vias,340,
floorplanning,floorplan_utilization,7.47,%
global_route,global_route_wire_length_before_repair,1780,um
critical_path,crit_fanout,4,
min_path,hold_path_end,"converted_value[1]",
timing,grt_setup_unrepaired,"true",
min_path,worst_min_delay_path_startpoint,"hex_value[0]",
place,placement.cell_area,458,um^2
global_route,global_route.usage.total,3.32,%
floorplanning,core_area,0.00342,mm^2
final_layout,finish.cell_count_without_fillers,103,
place,routability_cong,0.748,
critical_path,timing_worst_setup_path_type,"input port to primary output",
critical_path,worst_path_dominant_cell_family,"simple AND/OR/NAND/NOR gates",
critical_path,critical_path_slowest_stage_cell,"sky130_fd_sc_hd__or3b_1",
final_layout,clock_buffer_count,0,
timing,timing.fmax,702,MHz
critical_path,worstSetupStartpointType,"input port",
critical_path,max_stage_delay,0.36,ns
[tightest hold or removal path: cells and delay by family]
family,cells,cell delay (ns)
compound gates,1,0.16
buf+inv,2,0.19
[layout make-up]
type	instances	share of cell area, %
Tap cell	46	8.83
Inverter	3	4.80
Multi-Input combinational cell	29	53.9
Timing Repair Buffer	25	32.4
[Yosys cell counts]
library cell	number	area share (%)
sky130_fd_sc_hd__nand3_1	1	2.0
sky130_fd_sc_hd__nor2b_1	1	2.5
sky130_fd_sc_hd__a32o_1	1	3.9
sky130_fd_sc_hd__mux2i_1	3	12
sky130_fd_sc_hd__o21ai_0	3	5.9
sky130_fd_sc_hd__inv_1	3	4.4
sky130_fd_sc_hd__a22o_1	2	6.9
sky130_fd_sc_hd__nor2_1	3	4.4
sky130_fd_sc_hd__nand2_1	1	1.5
sky130_fd_sc_hd__nand2b_1	2	4.9
sky130_fd_sc_hd__or3b_1	1	3.4
sky130_fd_sc_hd__clkbuf_1	1	1.5
sky130_fd_sc_hd__ha_1	6	29
sky130_fd_sc_hd__buf_6	1	4.4
sky130_fd_sc_hd__nor2_2	1	2.5
sky130_fd_sc_hd__o21ai_1	1	2.0
sky130_fd_sc_hd__mux2_2	1	4.4
sky130_fd_sc_hd__a21oi_1	1	2.0
sky130_fd_sc_hd__o22ai_1	1	2.5
[cell usage in the layout, fill, tap and decap left out, types with 2 or more instances in the layout]
cell	n
sky130_fd_sc_hd__a22o_1	2
sky130_fd_sc_hd__buf_2	9
sky130_fd_sc_hd__buf_4	7
sky130_fd_sc_hd__buf_6	7
sky130_fd_sc_hd__ha_4	6
sky130_fd_sc_hd__mux2i_1	2
sky130_fd_sc_hd__nand2b_4	2
sky130_fd_sc_hd__nor2_1	2
sky130_fd_sc_hd__o21ai_2	2
[power breakdown]
group	internal [mW]	switching, mW
registers	0	0
logic	0.134	0.104
clock network	0	0
[routing by layer]
metal / GRT usage (%) / share of wire [%]
met2: 4.74 / 38
met4: 0 / 0
met5: 0 / 0
met3: 0.455 / 4.6
met1: 5.34 / 57
[worst max path at each step]
stage     depth (start not counted)                  to  slack [ns]          from
4_1_cts                           8  converted_value[0]       -0.30  hex_value[1]
5_1_grt                           8  converted_value[0]       -0.36  hex_value[1]
6_report                          8  converted_value[0]       -0.32  hex_value[1]
[cell families (layout without fill, tap and decap cells)]
group,after synthesis,count (layout),share of synthesized area [%]
adder cells (fa/ha/maj),6,6,29.4
AND-OR/OR-AND,9,9,23.0
buffers and inverters,5,28,10.3
AND/OR/NAND/NOR,10,10,21.1
multiplexers,4,4,16.2
[repair_timing]
item,CTS,global route
endpoints found under the setup margin,7,7
cloned,1,0
hold endpoints to repair,0,0
pin swaps,8,7
hold buffers,0,0
setup buffers,7,3
resized,79,3

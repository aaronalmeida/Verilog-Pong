### flow/design.v
`timescale 1ns/100ps
`default_nettype none
module PB_Controller (
	input logic Clock_25,
	input logic Resetn,
	input logic [3:0] PB_signal,
	output logic [3:0] PB_pushed
);
logic [15:0] clock_1kHz_div_count;
logic clock_1kHz, clock_1kHz_buf;
logic [9:0] debounce_shift_reg [3:0];
logic [3:0] push_button_status;
always_ff @ (posedge Clock_25 or negedge Resetn) begin
	if (Resetn == 1'b0) begin
		clock_1kHz_div_count <= 16'h0000000;
	end else begin
		if (clock_1kHz_div_count < 'd12499) begin
			clock_1kHz_div_count <= clock_1kHz_div_count + 16'd1;
		end else 
			clock_1kHz_div_count <= 16'h0000;		
	end
end
always_ff @ (posedge Clock_25 or negedge Resetn) begin
	if (Resetn == 1'b0) begin
		clock_1kHz <= 1'b1;
	end else begin
		if (clock_1kHz_div_count == 'd0) clock_1kHz <= ~clock_1kHz;
	end
end
always_ff @ (posedge Clock_25 or negedge Resetn) begin
	if (Resetn == 1'b0) begin
		clock_1kHz_buf <= 1'b1;	
	end else begin
		clock_1kHz_buf <= clock_1kHz;
	end
end
always_ff @ (posedge Clock_25 or negedge Resetn) begin
	if (Resetn == 1'b0) begin
		debounce_shift_reg[0] <= 8'd0;
		debounce_shift_reg[1] <= 8'd0;
		debounce_shift_reg[2] <= 8'd0;
		debounce_shift_reg[3] <= 8'd0;						
	end else begin
		if (clock_1kHz_buf == 1'b0 && clock_1kHz == 1'b1) begin
			debounce_shift_reg[0] <= {debounce_shift_reg[0][8:0], ~PB_signal[0]};
			debounce_shift_reg[1] <= {debounce_shift_reg[1][8:0], ~PB_signal[1]};
			debounce_shift_reg[2] <= {debounce_shift_reg[2][8:0], ~PB_signal[2]};
			debounce_shift_reg[3] <= {debounce_shift_reg[3][8:0], ~PB_signal[3]};									
		end
	end
end
always_ff @ (posedge Clock_25 or negedge Resetn) begin
	if (Resetn == 1'b0) begin
		push_button_status <= 4'h0;
	end else begin
		push_button_status[0] <= |debounce_shift_reg[0];
		push_button_status[1] <= |debounce_shift_reg[1];
		push_button_status[2] <= |debounce_shift_reg[2];
		push_button_status[3] <= |debounce_shift_reg[3];						
	end
end
assign PB_pushed = push_button_status;
endmodule
### flow/run.sh
#!/bin/bash
# OpenROAD 26Q1-2900-gdf79404cd8, Yosys 0.63+post, stock flow scripts
make -C /OpenROAD-flow-scripts/flow DESIGN_CONFIG=/design/flow/config.mk WORK_HOME=/design/flow/orfs finish
### flow/config.mk
export PLATFORM = sky130hd
export DESIGN_NAME = PB_Controller
export DESIGN_NICKNAME = PB_Controller
export VERILOG_FILES = /design/flow/design.v
export SDC_FILE = /design/flow/constraint.sdc
export NUM_CORES = 4
export LEC_CHECK = 1
export CORE_UTILIZATION = 30
### flow/constraint.sdc
current_design PB_Controller

set clk_period 2.5
set clk_io_pct 0.2

create_clock -name clk0 -period $clk_period [get_ports {Clock_25}]

set non_clock_inputs [all_inputs -no_clocks]
set_input_delay [expr $clk_period * $clk_io_pct] -clock clk0 $non_clock_inputs
set_output_delay [expr $clk_period * $clk_io_pct] -clock clk0 [all_outputs]
==> flow_summary_export.csv <==
group,metric,value,unit
status,status,"finished clean",
worst_setup_path,crit_path_max_fanout,14,
cts,h-tree-depth,3,
worst_setup_path,crit_chain,"ha_1 -> nor4_1 -> nor3_1 -> a2bb2oi_2 -> nor2_1",
cts,cts.sinks,62,
synthesis,synth_warnings,2,
synthesis,area_leaders,"dfrtp_1 (59%), mux2_2 (16%), nor2_1 (3.2%)",
placed_design,port_buffers,9,
synthesis,edf_count,0,
worst_setup_path,critPathRequiredTime,2.69,ns
power_and_ir_drop,cellPowerDensity,1090,nW/um2
detailed_routing,antenna_cells,0,
synthesis,largest_area_cell,"dfrtp_1",
detailed_routing,drt_wl_total,3760,um
worst_setup_path,cp.arrival,1.92,ns
global_routing,grt_max_degree,45,
global_routing,antenna_found_initial,0,
global_routing,grt-ovfl-total,0,
worst_setup_path,cp_slowest_stage_delay,0.53,ns
global_routing,grt.busiest_layer,"met1",
detailed_routing,wire_per_inst,11.7,um
synthesis,avgSynthCellArea,13.1,um2
synthesis,synth.logic.top_family,"multiplexers",
power_and_ir_drop,switchingPower,908,uW
timing,setup_tns,0,ns
min_path,hp-class,"in -> async",
timing,drv_slew,0,
worst_setup_path,slowest_stage,"a2bb2oi_2",
synthesis,mux_area_frac,0.160,
floorplan,die_h,94.0,um
floorplan,initCoreUtil,0.309,
synthesis,synth-seq-area-share,0.612,
floorplan,dieWidth,94.0,um
final_layout,final_cell_area,2940,um2
placed_design,dp_cells,306,
synthesis,netlist.area_leader.share,0.591,
detailed_routing,via_per_inst,4.44,
final_layout,n_fill_cell,766,
power_and_ir_drop,switching_share,0.283,
detailed_routing,drt_iter0_drc,74,
cts,post_cts_resized,0,
worst_setup_path,path_buffers,0,
worst_setup_path,r2r_start,"clock_1kHz_div_count[0]",
timing,rsz0062_at_grt,"no",
worst_setup_path,reg2reg_slack,0.77,ns
detailed_routing,dr.pass1.iters,4,
detailed_routing,drc_errors,0,
synthesis,synth-main-ff-cell,"dfrtp_1",
cts,cts.clk_slew.worst_paths,0.07,ns
worst_setup_path,critPathKind,"reg -> reg",
synthesis,adder_share,0.00985,
final_layout,drive_above_1_share,0.290,
worst_setup_path,start_kind,"register",
timing,setup_viol,0,
synthesis,xor_area_frac,0.0414,
cts,ctsHoldBuffers,0,
synthesis,simple_gate_area_frac,0.140,
power_and_ir_drop,ir_drop,411,uV
placed_design,globalplace.congestion,0.779,
cts,cts_buffers,9,
global_routing,grt_pass1_wl,6720,um
final_layout,instances_no_fill,322,
cts,cts_max_path_buffers,2,
worst_setup_path,path_delay_family,"AND-OR/OR-AND gates",
flow_run,drv_cap,0,
worst_setup_path,crit_path_end_kind,"register",
synthesis,yosysChipArea,2540,um2
placed_design,dpl_cell_area,2750,um2
timing,worst_slew_pin_slew,0.646,ns
timing,fmax,577,MHz
global_routing,grt_util_met2,0.141,
final_layout,largest_reg_flops,40,
cts,cts_root_buf,"clkbuf_8",
worst_setup_path,reg2reg_to,"clock_1kHz_div_count[3]",
timing,finalCritPeriodShare,0.694,
floorplan,die_area,8840,um2
synthesis,yosysCellCount,194,
floorplan,num_rows,33,
synthesis,ys.flops,62,
cts,post-cts-setup-buffer-count,0,
timing,min_period,1.73,ns
synthesis,mappedNetlistArea,2540,um2
global_routing,grt_usage,0.0991,
placed_design,hpwlAfterDp,2340,um
power_and_ir_drop,p_seq_frac,0.497,
synthesis,ys_async_sr_fraction,1.00,
worst_setup_path,r2r_cells,5,
synthesis,netlist_instances,194,
floorplan,io-pin-count,10,
global_routing,grtUsageMet3,0.0272,
synthesis,compound_area_frac,0.0158,
final_layout,fin_util,0.358,
detailed_routing,vias,1430,
power_and_ir_drop,pwr-share-comb,0.241,
power_and_ir_drop,leakage,1.23,nW
final_layout,syn_to_final_growth,15.7,%
floorplan,core_area,8220,um2
power_and_ir_drop,power,3.21,mW
power_and_ir_drop,clkPwrFrac,0.262,
timing,hold_viol_final,0,
cts,clk_latency,0.33,ns
synthesis,synth_cell_type_count,25,
synthesis,yosysMostFrequentCell,"dfrtp_1",
cts,tritoncts,"yes",
global_routing,grt_pass1_vias,1440,
timing,final.setup_skew,0.00746,ns
detailed_routing,ant_nets,0,
timing,slew_headroom,0.569,
flow_run,tool_warnings,26,
global_routing,met1_usage,0.156,
power_and_ir_drop,p_int,2.31,mW
synthesis,top_cells_by_count,"dfrtp_1 (60), mux2_2 (36), nor2_1 (22)",
==> cell type report <==
type / instances / area [um2] / area share
clock buffers: 10 / 128 / 0.0434
repair buffers: 12 / 108 / 0.0366
flip-flops and latches: 62 / 1550 / 0.529
well taps: 105 / 131 / 0.0447
multi-input cells: 123 / 942 / 0.320
clock inverters: 6 / 62.6 / 0.0213
inverters: 4 / 15.0 / 0.00511
==> worst max path at each step <==
stage                                   start                       to  cells past startpoint
after CTS             clock_1kHz_div_count[0]  clock_1kHz_div_count[3]                      5
final                 clock_1kHz_div_count[0]  clock_1kHz_div_count[3]                      5
after global routing  clock_1kHz_div_count[0]  clock_1kHz_div_count[8]                      5
==> through the flow <==
stage               hold WS (ns)  setup slack [ns]
floorplan                  0.204              1.08
global placement           0.380             0.806
detailed placement         0.381             0.758
CTS                        0.161             0.745
global route               0.179             0.584
finish                     0.161             0.766
==> worst reg2reg max path, cell delays in order, from the launching register on <==
cell and delay [ns]:
dfrtp_1 0.40, ha_1 0.25, nor4_1 0.06, nor3_1 0.23
a2bb2oi_2 0.53, nor2_1 0.12
==> power by group through the flow <==
stage	sequential [mW]	combinational, mW	clock, mW
4_1_cts	1.60	0.789	0.870
5_1_grt	1.65	0.853	0.920
6_report	1.60	0.775	0.841
==> placed cells by master, fill, tap and decap left out <==
| master | instances |
|---|---|
| dfstp_2 | 2 |
| nor2_1 | 22 |
| conb_1 | 2 |
| dfrtp_1 | 60 |
| nor3_1 | 6 |
| buf_2 | 1 |
| nor4_4 | 2 |
| nand4_1 | 1 |
| nand3_4 | 1 |
| xor2_1 | 3 |
| buf_4 | 3 |
| xnor2_1 | 9 |
| clkdlybuf4s50_1 | 8 |
| clkinvlp_4 | 3 |
| clkinv_2 | 2 |
| nand4b_1 | 1 |
| ha_1 | 2 |
| mux2_2 | 36 |
| o21ai_0 | 4 |
| clkbuf_1 | 1 |
| bufinv_16 | 1 |
| nand3_1 | 8 |
| nor2b_1 | 1 |
| nor3_2 | 1 |
| nand2_1 | 10 |
| a21oi_1 | 1 |
| nand2b_2 | 1 |
| clkbuf_8 | 9 |
| a2bb2oi_2 | 1 |
| nor4_1 | 11 |
| inv_1 | 4 |
==> logic make-up after synthesis <==
group	Yosys count
mux	36
compound gates	6
simple gates	65
xor+xnor	12
buf+inv	10
other cells	1
flops	62
fa+ha+maj	2
==> per-layer routing <==
layer / part of all wire / wire length, um / vias to the layer above
li1: - / - / 708
met1: 0.52 / 1960 / 703
met2: 0.42 / 1580 / 12
met3: 0.037 / 140 / 7
met4: 0.020 / 76 / 0
met5: 0 / 0 / -
No activity file was given, so power comes from the tool's default toggle rates.
